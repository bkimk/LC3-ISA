==> ./design.v <==
module ISDU (   input logic         Clk, 
									Reset,
									Run,
									Continue,
				input logic[3:0]    Opcode, 
				input logic         IR_5,
				input logic         IR_11,
				input logic         BEN,
				output logic        LD_MAR,
									LD_MDR,
									LD_IR,
									LD_BEN,
									LD_CC,
									LD_REG,
									LD_PC,
									LD_LED,  
				output logic        GatePC,
									GateMDR,
									GateALU,
									GateMARMUX,
				output logic [1:0]  PCMUX,
				output logic        DRMUX,
									SR1MUX,
									SR2MUX,
									ADDR1MUX,
				output logic [1:0]  ADDR2MUX,
									ALUK,
				output logic        Mem_OE,
									Mem_WE
				);
	enum logic [4:0] {  Halted, 
						PauseIR1, 
						PauseIR2, 
						S_18, 
						S_33_1,
						S_33_2,
						S_33_3,
						S_35, 
						S_32, 
						S_01, 
						S_05, 
						S_09,
						S_00,
						S_12,
						S_04,
						S_06,
						S_07,
						S_25_1,
						S_25_2,
						S_25_3,
						S_27,
						S_23,
						S_16_1,
						S_16_2,
						S_16_3,
						S_22,
						S_21
						}   State, Next_state;    
	always_ff @ (posedge Clk)
	begin
		if (Reset) 
			State <= Halted;
		else 
			State <= Next_state;
	end
	always_comb
	begin 
		Next_state = State;
		LD_MAR = 1'b0;
		LD_MDR = 1'b0;
		LD_IR = 1'b0;
		LD_BEN = 1'b0;
		LD_CC = 1'b0;
		LD_REG = 1'b0;
		LD_PC = 1'b0;
		LD_LED = 1'b0;
		GatePC = 1'b0;
		GateMDR = 1'b0;
		GateALU = 1'b0;
		GateMARMUX = 1'b0;
		ALUK = 2'b00;
		PCMUX = 2'b00;
		DRMUX = 1'b0;
		SR1MUX = 1'b0;
		SR2MUX = 1'b0;
		ADDR1MUX = 1'b0;
		ADDR2MUX = 2'b00;
		Mem_OE = 1'b0;
		Mem_WE = 1'b0;
		unique case (State)
			Halted : 
				if (Run) 
					Next_state = S_18;
			S_18 : 
				Next_state = S_33_1;  
			S_33_1 :                  
				Next_state = S_33_2;    
			S_33_2:
			    Next_state = S_33_3;
			S_33_3:
			    Next_state = S_35;
			S_35 : 
				Next_state = S_32;  
			S_06 :
			    Next_state = S_25_1;      
			S_25_1 :
			    Next_state = S_25_2;
			S_25_2 :
			    Next_state = S_25_3;
            S_25_3 :
                Next_state = S_27;   
            S_27 :
                Next_state = S_18;
			PauseIR1 : 
				if (~Continue) 
					Next_state = PauseIR1;
				else 
					Next_state = PauseIR2;
			PauseIR2 : 
				if (Continue) 
					Next_state = PauseIR2;
				else 
					Next_state = S_18;
			S_32 :  
				case (Opcode)
					4'b0001 :  
						  Next_state = S_01;
					4'b0101 :  
						  Next_state = S_05;
                    4'b1001 :  
					   	  Next_state = S_09;
					4'b0000 :  
					   	  Next_state = S_00;
					4'b1100 :  
					   	  Next_state = S_12;
					4'b0100 :  
					   	  Next_state = S_04;   	
				    4'b0110 :  
					   	  Next_state = S_06;  
					4'b0111 :  
					   	  Next_state = S_07; 
					4'b1101 :  
					   	  Next_state = PauseIR1; 
					default : 
						Next_state = S_18;
				endcase
			S_01 : 
				Next_state = S_18;  
			S_12:
			    Next_state = S_18;
			S_07 :
			    Next_state = S_23;  
		    S_23 :
			    Next_state = S_16_1;  
            S_16_1 :
			    Next_state = S_16_2;  
			S_16_2 :
			    Next_state = S_16_3;  
			S_16_3 :
			    Next_state = S_18;  
			S_05:
			    Next_state = S_18;  
		    S_09:
			    Next_state = S_18;  
			S_00:
                if(BEN)
                     Next_state = S_22;  
                else
                     Next_state = S_18;  
            S_22:
			    Next_state = S_18;  
			S_04:
			    Next_state = S_21;  
			S_21:
			    Next_state = S_18;  
			default :;
		endcase
		case (State)
			Halted: ; 
			S_18 : 
				begin 
					GatePC = 1'b1;
					LD_MAR = 1'b1;
					PCMUX = 2'b00;
					LD_PC = 1'b1;
					Mem_OE = 1'b0;
					Mem_WE = 1'b0;
				end
			S_33_1 :  
				begin
					Mem_OE = 1'b1;
				end
		    S_33_2 : 
				begin
					Mem_OE = 1'b1;
				end
		    S_33_3 : 
				begin
                    Mem_OE = 1'b1;
                    LD_MDR = 1'b1;
				end
			S_35 : 
				begin 
					GateMDR = 1'b1;
					LD_IR = 1'b1;
				end
			PauseIR1: LD_LED = 1'b1; 
			PauseIR2: LD_LED = 1'b1;  
			S_32 : 
				LD_BEN = 1'b1;
			S_01 :  
				begin 
				    GateALU = 1'b1;
					SR2MUX = IR_5;
					ALUK = 2'b00;  
					LD_REG = 1'b1;
					SR1MUX = 1'b1;  
					DRMUX = 1'b1;  
					LD_CC = 1'b1;
				end
            S_06 :   
                begin 
                    LD_MAR = 1'b1;
                    ADDR2MUX = 2'b01;
                    ADDR1MUX = 1'b1;
                    SR1MUX = 1'b1;
                    GateMARMUX = 1'b1;
                end
            S_25_1:
                begin
					Mem_OE = 1'b1;
				end    
            S_25_2:
                begin
					Mem_OE = 1'b1;
				end  
            S_25_3:
                begin
                    Mem_OE = 1'b1;
                    LD_MDR = 1'b1;
                end   
            S_27:
                begin
                    LD_REG = 1'b1;
                    DRMUX = 1'b1;
                    GateMDR = 1'b1;
                    LD_CC = 1'b1;
                end       
             S_12:
                begin
                    SR1MUX = 1'b1;
                    ADDR1MUX = 1'b1;
                    ADDR2MUX = 1'b00;
                    PCMUX = 2'b01; 
                    LD_PC = 1'b1;
                end                   
             S_07:
                begin
                    LD_MAR = 1'b1;
                    ADDR2MUX = 2'b01;
                    ADDR1MUX = 1'b1;
                    SR1MUX = 1'b1;
                    GateMARMUX = 1'b1;
                end  
              S_23:
                begin   
                   SR1MUX = 1'b0;
                   ALUK = 2'b11;
                   GateALU = 1'b1;
                   Mem_OE = 1'b0;
                   LD_MDR = 1'b1;
                end   
               S_16_1:
                begin   
                  Mem_OE = 1'b1;
                  Mem_WE = 1'b0;
                end  
               S_16_2:
                begin   
                  Mem_OE = 1'b1;
                  Mem_WE = 1'b0;
                end  
               S_16_3:
                begin   
                  Mem_OE = 1'b1;
                  Mem_WE = 1'b0;
                end  
               S_05:
                begin   
                    GateALU = 1'b1;
					SR2MUX = IR_5;
					ALUK = 2'b01;  
					LD_REG = 1'b1;
					SR1MUX = 1'b1;  
					DRMUX = 1'b1;  
					LD_CC = 1'b1;
                end 
                S_09:
                    begin   
                        GateALU = 1'b1;
                        ALUK = 2'b10;  
                        LD_REG = 1'b1;
                        SR1MUX = 1'b1;  
                        DRMUX = 1'b1;  
                        LD_CC = 1'b1;
                    end 
                 S_22:
                    begin
                        LD_PC = 1'b1;
                        ADDR1MUX = 1'b0;
                        ADDR2MUX = 2'b10;
                        PCMUX = 2'b01;
                    end
                 S_04:
                    begin
                        GatePC = 1'b1;
                        LD_REG = 1'b1;
                        DRMUX = 1'b0;
                    end
                 S_21:
                    begin
                        LD_PC = 1'b1;
                        ADDR1MUX = 1'b0;
                        ADDR2MUX = 2'b11;
                        PCMUX = 2'b01;
                    end
			default : ;
		endcase
	end 
endmodule
==> ./run.sh <==
#!/bin/bash
# OpenROAD 26Q1-2900-gdf79404cd8, Yosys 0.63+post, stock flow scripts
make -C /OpenROAD-flow-scripts/flow DESIGN_CONFIG=/design/flow/config.mk WORK_HOME=/design/flow/orfs finish
==> ./config.mk <==
export PLATFORM = sky130hd
export DESIGN_NAME = ISDU
export DESIGN_NICKNAME = ISDU
export VERILOG_FILES = /design/flow/design.v
export SDC_FILE = /design/flow/constraint.sdc
export NUM_CORES = 4
export LEC_CHECK = 1
export CORE_AREA = 10 10 85 85
export DIE_AREA = 0 0 95 95
==> ./constraint.sdc <==
current_design ISDU

set clk_period 3.0
set clk_io_pct 0.2

create_clock -name clk0 -period $clk_period [get_ports {Clk}]

set non_clock_inputs [all_inputs -no_clocks]
set_input_delay [expr $clk_period * $clk_io_pct] -clock clk0 $non_clock_inputs
set_output_delay [expr $clk_period * $clk_io_pct] -clock clk0 [all_outputs]
==> flow_metrics.env <==
# flow metrics
export IMPL_fillerInstances=610
export IMPL_yosys_stat_chipArea_um2=893
export IMPL_hold_path_class="reg -> reg"
export IMPL_finalClockSkew_ps=1.69
export IMPL_post_cts_setup_buffer_count=0
export IMPL_grt_start_max_net_pins=21
export IMPL_cts_tree="built"
export IMPL_synth_cell_area_um2=893
export IMPL_synth_yosys_warnings=1
export IMPL_dieArea_mm2=0.00903
export IMPL_clk_pin_slew_worst_paths_ps=40
export IMPL_synth_async_reset_ratio_pct=0
export IMPL_placementRows=27
export IMPL_setup_repair_after_global_routing_missed_its_margin="false"
export IMPL_worst_setup_path_start_kind="flop"
export IMPL_final_setup_violation_count=0
export IMPL_max_slew_margin_rel_pct=58.9
export IMPL_status="finished, final reports clean"
export IMPL_first_global_vias=1054
export IMPL_cts_buf_count=3
export IMPL_detail_route_antenna_diodes=0
export IMPL_ys_types=42
export IMPL_registers_top_by_ff_count="State"
export IMPL_critical_path_end_type="primary output"
export IMPL_crit_fanout=18
export IMPL_synth_flops=5
export IMPL_place_gp_congestion=0.892
export IMPL_p_per_area_mw_per_mm2=814
export IMPL_finalSetupTns_ps=0
export IMPL_min_period_over_period_pct=91.9
export IMPL_port_buffers=31
export IMPL_worst_skew_pair_late_latency_ps=220
export IMPL_hpwlAfterDp_um=2520
export IMPL_dr_first_iter_drc_count=101
export IMPL_core_area_mm2=0.00547
export IMPL_grt_remaining_overflow=0
export IMPL_detailedRoute_firstPassIterationCount=5
export IMPL_synth_cells=142
export IMPL_gr_usage_all_layers_pct=7.04
export IMPL_drt_vias_per_instance=4.61
export IMPL_antenna_left=0
export IMPL_grt_pass1_wl_um=5260
export IMPL_syn_area_per_cell_um2=6.29
export IMPL_cts_resized=0
export IMPL_ctsRootBufferMaster="sky130_fd_sc_hd__clkbuf_8"
export IMPL_worst_voltage_drop_across_the_vdd_grid_mv=0.212
export IMPL_largest_register_ff_count=5
export IMPL_critical_path_class="reg -> out"
export IMPL_postSynthSeqShare_pct=11.2
export IMPL_h_tree_depth=1
export IMPL_fraction_of_layout_instances_using_a_drive_strength_above_1_pct=7.69
export IMPL_cts_hold_fix_buffers=0
export IMPL_holdPathStages=3
export IMPL_max_clk_rate_ghz=0.363
export IMPL_worst_r2r_path_depth=6
export IMPL_finalMaxSlewViolations=0
export IMPL_maxCapViolCount=0
export IMPL_detailed_route_wire_length_um=3220
export IMPL_worst_ep_required_time_ps=2400
export IMPL_die_height_um=95
export IMPL_drc_markers=0
export IMPL_routed_via_count=1111
export IMPL_synth_edff_count=0
export IMPL_area_growth_from_synthesis_to_layout_pct=48.3
export IMPL_largest_registers="State (5)"
export IMPL_yosys_stat_cells=142
export IMPL_report_final_hold_viol_count=0
export IMPL_grt_antenna_before_repair=0
export IMPL_tightestPinTransition_ps=616
export IMPL_wire_per_inst_um=13.4
export IMPL_p_total_mw=1.08
export IMPL_crit_arrival_ps=2160
export IMPL_static_leakage_power_nw=0.475
export IMPL_log_warnings=26
export IMPL_final_min_period_ps=2760
export IMPL_clock_sinks=5
export IMPL_ioPinCount=35
export IMPL_fp_dieW_um=95
export IMPL_yosys_most_used_dff="sky130_fd_sc_hd__dfxtp_1"
export IMPL_clock_tree_buffer_depth=2
export IMPL_starting_density_pct=16.3
[final cells by class]
type	count	area [um2]	share of cell area [%]
inverter	7	26.3	1.98
tap	72	90.1	6.80
sequential	5	100	7.55
timing repair buffer	39	370	28.0
clock buffer	4	45.0	3.40
multi-input combinational	114	693	52.3
[layout by cell type, fill, tap and decap left out, types with 2 or more instances in the layout]
master / n
sky130_fd_sc_hd__or3_1: 2
sky130_fd_sc_hd__o21a_1: 4
sky130_fd_sc_hd__clkdlybuf4s50_1: 31
sky130_fd_sc_hd__a21oi_1: 9
sky130_fd_sc_hd__inv_1: 7
sky130_fd_sc_hd__nor2_1: 11
sky130_fd_sc_hd__conb_1: 2
sky130_fd_sc_hd__nand3_1: 6
sky130_fd_sc_hd__nor2b_1: 5
sky130_fd_sc_hd__nor4_1: 2
sky130_fd_sc_hd__nand2b_1: 10
sky130_fd_sc_hd__nand2_1: 7
sky130_fd_sc_hd__o31ai_1: 4
sky130_fd_sc_hd__buf_4: 8
sky130_fd_sc_hd__dfxtp_1: 5
sky130_fd_sc_hd__a31oi_1: 7
sky130_fd_sc_hd__o41ai_1: 2
sky130_fd_sc_hd__nor3_1: 5
sky130_fd_sc_hd__o21ai_0: 14
sky130_fd_sc_hd__maj3_1: 2
sky130_fd_sc_hd__clkbuf_8: 3
sky130_fd_sc_hd__a21o_1: 2
sky130_fd_sc_hd__o21ai_1: 2
[worst max-delay path, cell delays in order, from the launching register on]
cell and delay (ps):
sky130_fd_sc_hd__dfxtp_1 490, sky130_fd_sc_hd__buf_4 250, sky130_fd_sc_hd__or3_1 330, sky130_fd_sc_hd__buf_4 170, sky130_fd_sc_hd__nor2_1 170, sky130_fd_sc_hd__clkdlybuf4s50_1 510
[metrics by stage]
| step | hold WS [ps] | util, % | setup slack (ps) | cells | area (um2) |
|---|---|---|---|---|---|
| finish | 692 | 24.2 | 244 | 241 | 1330 |
| floorplan | 622 | - | 1070 | 143 | 897 |
| global placement | 678 | 23.4 | 490 | 237 | 1280 |
| CTS | 689 | 24.2 | 255 | 241 | 1330 |
| global route | 779 | 24.2 | 113 | 241 | 1330 |
| detailed placement | 679 | 23.4 | 494 | 237 | 1280 |
[path summary, 6_finish.rpt]
path	from	to	slack (ps)
max reg2reg	State[2]	State[2]	990
min reg2reg	State[4]	State[4]	690
max	State[2]	LD_BEN	240
min	State[4]	State[4]	690
[where the power goes]
| part | leakage, nW | switching, mW | total (mW) | internal, mW |
|---|---|---|---|---|
| clock network | 0.0228 | 0.0330 | 0.124 | 0.0912 |
| registers | 0.0413 | 0.0702 | 0.165 | 0.0949 |
| logic | 0.411 | 0.393 | 0.789 | 0.396 |
[Yosys cell counts (2+ instances only)]
library cell	number	area (um2)
sky130_fd_sc_hd__o21ai_0	14	70.1
sky130_fd_sc_hd__nor2_1	11	41.3
sky130_fd_sc_hd__nand2b_1	10	62.6
sky130_fd_sc_hd__a21oi_1	9	45.0
sky130_fd_sc_hd__clkbuf_1	9	33.8
sky130_fd_sc_hd__a31oi_1	7	43.8
sky130_fd_sc_hd__inv_1	7	26.3
sky130_fd_sc_hd__nand2_1	7	26.3
sky130_fd_sc_hd__nand3_1	6	30.0
sky130_fd_sc_hd__dfxtp_1	5	100
sky130_fd_sc_hd__nor2b_1	5	31.3
sky130_fd_sc_hd__nor3_1	5	25.0
sky130_fd_sc_hd__o21a_1	4	30.0
sky130_fd_sc_hd__o31ai_1	4	30.0
sky130_fd_sc_hd__buf_1	3	11.3
sky130_fd_sc_hd__buf_4	3	22.5
sky130_fd_sc_hd__a21o_1	2	15.0
sky130_fd_sc_hd__buf_2	2	10.0
sky130_fd_sc_hd__maj3_1	2	20.0
sky130_fd_sc_hd__nor4_1	2	12.5
sky130_fd_sc_hd__o21ai_1	2	10.0
sky130_fd_sc_hd__o41ai_1	2	17.5
sky130_fd_sc_hd__or3_1	2	12.5
[logic make-up (layout without fill, tap and decap cells)]
kind of cell    Yosys count  in the layout  share of synthesized area (%)
xor+xnor                  2              2                           1.96
simple gates             52             52                           30.1
other cells               1              2                          0.420
compound gates           56             56                           42.4
buf+inv                  24             50                           11.6
flops                     5              5                           11.2
fa+ha+maj                 2              2                           2.24
[layer usage]
layer | up-vias | wire length [um] | part of all wire (%) | track usage (%)
met5 | - | 0 | 0 | 0
met4 | 0 | 28 | 0.87 | 0.873
met3 | 2 | 150 | 4.7 | 1.44
met2 | 27 | 1550 | 48 | 11.6
met1 | 509 | 1490 | 46 | 9.55
li1 | 573 | - | - | -
No activity file was given, so power comes from the tool's default toggle rates.
