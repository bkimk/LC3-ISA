==> ./design.v <==
module control (	input logic Clk, Reset, Run, 
						output logic Run_O);
	   enum logic [2:0] {A, B, C} curr_state, next_state;  
	   logic [15:0] counter, next_counter;                 
	   always_ff @ (posedge Clk or posedge Reset ) 
		begin
            if (Reset) begin
                curr_state <= A;
                counter <= 16'h0000;
            end 
            else begin
                curr_state <= next_state;
                counter <= next_counter;  
            end
		end
		always_comb
		begin
            next_state = curr_state; 
            unique case (curr_state)
                A : if (Run && counter == 16'hFFFF)
                        next_state = B;
                B : next_state = C;
                C : if (~Run && counter == 16'hFFFF)  
                        next_state = A;
            endcase
        end
		always_comb
		begin
		    Run_O = 1'b0;              
		    next_counter = counter;    
            case (curr_state)
                A: 
                    begin
                        Run_O = 1'b0;
                        next_counter = counter + 16'h01;
                    end
                B: 
                    begin
                        Run_O = 1'b1;
                        next_counter = 16'h0000;
                    end
                C: 
                    begin
                        Run_O = 1'b0;
                        next_counter = counter + 16'h01;
                    end
            endcase
		end
endmodule
==> ./run.sh <==
#!/bin/bash
# OpenROAD 26Q1-2900-gdf79404cd8, Yosys 0.63+post, stock flow scripts
make -C /OpenROAD-flow-scripts/flow DESIGN_CONFIG=/design/flow/config.mk WORK_HOME=/design/flow/orfs finish
==> ./config.mk <==
export PLATFORM = sky130hd
export DESIGN_NAME = control
export DESIGN_NICKNAME = control
export VERILOG_FILES = /design/flow/design.v
export SDC_FILE = /design/flow/constraint.sdc
export NUM_CORES = 4
export LEC_CHECK = 1
export CORE_AREA = 10 10 85 85
export DIE_AREA = 0 0 95 95
==> ./constraint.sdc <==
current_design control

set clk_period 4.0
set clk_io_pct 0.2

create_clock -name clk0 -period $clk_period [get_ports {Clk}]

set non_clock_inputs [all_inputs -no_clocks]
set_input_delay [expr $clk_period * $clk_io_pct] -clock clk0 $non_clock_inputs
set_output_delay [expr $clk_period * $clk_io_pct] -clock clk0 [all_outputs]
==> results_slide.txt <==
Synthesis and Place & Route Summary

Status
  – Status: finished clean

Power and ir drop
  – Clock power frac: between 40% and 50%
  – Sequential power share: between 50% and 60%
  – Final Power: around 330 uW
  – Sw Share: ~20%
  – Share of power burned in combinational logic: under 10%
  – P_sw: 66.1 uW
  – Internal: roughly 260 uW
  – P per Cell Area: between 200 and 300 nW/um^2
  – Pleak: approximately 0.00045 uW
  – Worst vdd ir: 91.4 uV

STA
  – Slew Limit Fails: 0
  – Clk_skew: between 3 and 4 ps
  – WHS: between 400 and 500 ps
  – Least-Margin Pin Slew: between 700 and 800 ps
  – Setup TNS: 0 ps
  – Final-report hold violation count: 0
  – Fin crit period: slightly above 2000 ps
  – Final cycle utilization of the critical path: between 50% and 60%
  – Max Clk Rate: around 0.49 GHz
  – RSZ-0062 raised after global routing: false
  – Count of final setup violators: 0
  – Slew HR: between 50% and 60%

Drt
  – ANT cells: 0
  – Wire per inst: 11.7 um
  – Drt pass-1 iters: 4
  – DR vias/cell: 4.42
  – Final wirelength: roughly 2.2 mm
  – Routed vias: between 800 and 900
  – DRC: 0
  – Final ANT Viol Nets: 0
  – 1st-iter DRT viols: approximately 51

Die
  – Die H: 95 um
  – Row cnt: 27
  – Starting Density: roughly a fifth
  – DIE AREA: roughly 9000 sq um
  – Total core area: about 5500 sq um
  – Io pins: 4
  – Die x size: between 90 and 100 um

Logic synthesis
  – Mapped Cells: roughly 110
  – Mapped cell area: 1050 sq um
  – Mean Syn Cell Area: approximately 9.3 sq um
  – Chip Area, Yosys: roughly 1000 sq um
  – FFs w/ async S/R, synth: 100%
  – Main flop type after synthesis: dfrtp_1
  – Post-synthesis sequential area ratio: 45.6%
  – Cell count in the Yosys report: around 110
  – Yosys warning count: 1
  – Post-synth EDFFs: 0
  – Unique cell types: 38
  – Ys flops: 19

Clock network
  – Clk buf depth: 2
  – Root Buffer: clkbuf_8
  – CTS tree: yes
  – Clock Sinks: 19
  – Resize count post-CTS: 0
  – Postcts setup bufs: 0
  – Max H-tree Level: 1
  – Clock latency (worst-skew pair): ~250 ps
  – Cts bufs inserted: 3
  – Reg clk slew, reported paths: 70 ps
  – Hold Buf Count CTS: 0

GRT
  – Aggregate global routing overflow: 0
  – First-pass GRT wire length: 4.04 mm
  – Via count of the first global-routing pass: 846
  – Initial antenna violation count: 0
  – GR Util All Layers: 5.40%
  – Pin count of the biggest net entering global routing: 20

Critical path
  – Crit path max-delay family: buffers and inverters
  – Crit path cell chain: clkdlybuf4s50_1
  – CP Capture Type: primary output
  – Critical path class: flop to primary output
  – Crit-path max cell delay: a little over 500 ps
  – Startpoint types: flop
  – Slowest-stage cell, CP: clkdlybuf4s50_1
  – Bufs and invs on worst path: 1
  – Largest fanout on the critical path: 7
  – Crit path arrival time: ~1200 ps
  – Crit path DRT: ~3200 ps

Cells and area
  – Final cell count without fillers: ~190
  – Ratio of cells with drive above 1 in the final layout: 13.0%
  – Logic area: 534 sq um
  – Register Area: about 480 sq um
  – Filler cell count: between 600 and 700
  – Area Overhead vs Synth: 13.5%

Placement
  – Placed cells: ~180
  – Final GP Congestion: around 0.81
  – Half-perimeter wire length after placement: around 1.5 mm
  – PortBufs: 3

Flow run
  – Max cap viols: 0
  – Tool warnings: 25

Hold path
  – Hold Crit Class: flop to flop
## flip-flops by register name, summed over array words and instances, names as in the netlist
| name | count |
|---|---|
| counter | 16 |
| curr_state | 3 |
## synth_stat cells, types with 2 or more instances
library cell,number,area share [%]
dfrtp_1,18,43
nand2_1,18,6.5
o21ai_0,12,5.7
a21oi_1,6,2.9
a31oi_1,5,3.0
nand4_1,4,2.4
nor4_1,4,2.4
and3_1,3,1.8
inv_1,3,1.1
nand3_1,3,1.4
nor3_1,3,1.4
clkbuf_1,2,0.72
mux2i_1,2,1.9
nand3b_1,2,1.4
nor2_1,2,0.72
nor4_2,2,2.4
or2_2,2,1.2
## logic make-up after synthesis
kind of cell             synth area share [%]
multiplexers                             2.99
XOR/XNOR                                0.837
AND/OR/NAND/NOR                          28.6
flip-flops                               45.6
adder cells (fa/ha/maj)                  1.20
AND-OR/OR-AND                            17.5
buffers and inverters                    3.35
## path summary, 6_finish.rpt
path | endpoint | slack, ps | cells past startpoint | start
setup / recovery | Run_O | 1980 | 1 | curr_state[2]
hold / removal | counter[14] | 480 | 1 | counter[14]
setup reg to reg | counter[14] | 2270 | 5 | counter[0]
hold reg to reg | counter[14] | 480 | 1 | counter[14]
max in group asynchronous | counter[10] | 2550 | 2 | Reset
min in group asynchronous | counter[0] | 980 | 2 | Reset
## cell type report
type,instances,area share [%]
Multi-Input combinational cell,86,45.0
Sequential cell,19,40.1
Tap cell,72,7.59
Clock buffer,4,3.79
Timing Repair Buffer,3,2.53
Inverter,3,0.948
## through the flow
step | utilization (%) | area (sq um) | setup slack [ps]
final | 21.7 | 1190 | 1980
after global placement | 20.9 | 1140 | 2190
after CTS | 21.7 | 1190 | 1970
after detailed placement | 20.9 | 1140 | 2180
after floorplan | - | 1050 | 2510
after global routing | 21.7 | 1190 | 1930
## layout by cell type (no fill, tap or decap), drive strengths merged
master / Yosys / final
clkbuf: 2 / 4
o211ai: 1 / 1
a21o: 1 / 1
o41ai: 1 / 1
o31ai: 1 / 1
a31oi: 5 / 5
inv: 3 / 3
xor2: 1 / 1
nor3: 3 / 3
nand2b: 1 / 1
or3: 1 / 1
nor4: 6 / 6
and3: 3 / 3
nand2: 19 / 19
and4: 1 / 1
dfstp: 1 / 1
mux2: 1 / 1
o21ai: 13 / 13
a41oi: 1 / 1
clkdlybuf4s50: 0 / 3
a21oi: 6 / 6
or4: 1 / 1
nand4: 5 / 5
or2: 2 / 2
and2: 1 / 1
a22oi: 1 / 1
nand3b: 2 / 2
nand3: 3 / 3
mux2i: 2 / 2
dfrtp: 18 / 18
ha: 1 / 1
nor2: 3 / 3
## per-layer routing
layer | global-route usage, % | part of all wire (%) | vias up | wire [um]
li1 | - | - | 424 | -
met1 | 7.85 | 52 | 393 | 1140
met2 | 8.01 | 43 | 7 | 939
met3 | 1.44 | 4.1 | 2 | 90
met4 | 0.873 | 0.82 | 0 | 18
met5 | 0 | 0 | - | 0
## power groups by stage
stage	combinational (uW)	clock, uW	sequential (uW)
after global routing	7.19	149	192
after CTS	6.69	140	192
final	6.13	133	192
No activity file was given, so power comes from the tool's default toggle rates.
